==> ./design.v <==
module day16 (
    input       wire        clk,
    input       wire        reset,
    input       wire[1:0]   cmd_i,
    output      wire        psel_o,
    output      wire        penable_o,
    output      wire[31:0]  paddr_o,
    output      wire        pwrite_o,
    output      wire[31:0]  pwdata_o,
    input       wire        pready_i,
    input       wire[31:0]  prdata_i
);
    typedef enum logic[1:0] {ST_IDLE = 2'b00, ST_SETUP = 2'b01, ST_ACCESS = 2'b10} apb_state_t;
    apb_state_t nxt_state;
    apb_state_t state_q;
    logic[31:0] rdata_q;
    always_ff @(posedge clk or posedge reset)
        if (reset)
        state_q <= ST_IDLE;
        else
        state_q <= nxt_state;
    always_comb begin
        nxt_state = state_q;
        case (state_q)
        ST_IDLE   : if (|cmd_i) nxt_state = ST_SETUP; else nxt_state = ST_IDLE;
        ST_SETUP  : nxt_state = ST_ACCESS;
        ST_ACCESS : begin
            if (pready_i) nxt_state = ST_IDLE;
        end
        default   : nxt_state = state_q;
        endcase
    end
    assign psel_o     = (state_q == ST_SETUP) | (state_q == ST_ACCESS);
    assign penable_o  = (state_q == ST_ACCESS);
    assign pwrite_o   = cmd_i[1];
    assign paddr_o    = 32'hDEAD_CAFE;
    assign pwdata_o   = rdata_q + 32'h1;
    always_ff @(posedge clk or posedge reset)
        if (reset)
            rdata_q <= 32'h0;
        else if (penable_o && pready_i)
            rdata_q <= prdata_i;
endmodule
==> ./run.sh <==
#!/bin/bash
# OpenROAD 26Q1-2900-gdf79404cd8, Yosys 0.63+post, stock flow scripts
make -C /OpenROAD-flow-scripts/flow DESIGN_CONFIG=/design/flow/config.mk WORK_HOME=/design/flow/orfs finish
==> ./config.mk <==
export PLATFORM = sky130hd
export DESIGN_NAME = day16
export DESIGN_NICKNAME = day16
export VERILOG_FILES = /design/flow/design.v
export SDC_FILE = /design/flow/constraint.sdc
export NUM_CORES = 4
export LEC_CHECK = 1
export CORE_UTILIZATION = 40
==> ./constraint.sdc <==
current_design day16

set clk_period 6.6
set clk_io_pct 0.2

create_clock -name clk0 -period $clk_period [get_ports {clk}]

set non_clock_inputs [all_inputs -no_clocks]
set_input_delay [expr $clk_period * $clk_io_pct] -clock clk0 $non_clock_inputs
set_output_delay [expr $clk_period * $clk_io_pct] -clock clk0 [all_outputs]
==> run notes <==
Results of the implementation run.

The critical path arrival is around 2.5 ns. In this run, CTS created clock tree buffers numbering 5. STA classifies the critical path startpoint as a flop. For this configuration, the core starts out at a cell density of 0.414. The largest family of logic cells by area is simple AND/OR/NAND/NOR gates. The number of standard cells reported by yosys came out at 206.

The maximum fanout along the worst path came out at 8. The count of routing violations after the opening detailed-route iteration is 22. The part of the Yosys area used for sequential elements is 0.387. The netlist uses 34 different library cells. The count of cells in the finished layout, fillers not included, comes to approximately 350. The number of global-route vias before repair is 1446. The count of buffers from port buffering came out at a little over 70. The global route total overflow came out at 0.

The final total power came out at about 0.00039 W. The average wire length per cell after detail routing is 12.3 um. The ratio of total power to cell area came out at ~130 nW/um^2.

The HPWL after detailed placement came out at 3150 um. The fraction of the mapped netlist area in compound gates is 0.00331. The cell type contributing the most total cell area after synthesis is dfrtp_1.

After clock tree synthesis, the repair step resized 0 gates. The synthesis stat section lists a flop and latch total of 35. The type of the tightest min-delay check is reg -> reg. The H-tree was split into 2 levels. The global-route wire length before repair came out at 7130 um. Per the detail_route report, vias per standard cell equal 4.48.

For this run, the share of the core covered by cells in the final layout is 0.550. The number of I/O pins came out at around 100. The final-layout setup total negative slack is 0 ns. Timing analysis after detailed placement gives a worst setup slack of 3.03 ns. Checking max transition, the worst relative margin is 0.661.

After synthesis, the share of cell area in mux cells is 0.159. By area the synthesized netlist is led by dfrtp_1 38%, mux2_2 16%, buf_4 11%. The peak supply drop came out at roughly 0.000075 V.

The detailed-route via count came out at between 1500 and 2000. The ratio of final minimum period to clock period is 0.578. The number of warning messages in the yosys log is 1. The global routing usage summed across all routing layers came out at 0.155. The layout overhead on the synthesized area came out at 32.7%.

The required time of the critical path is 5.28 ns. Clock tree synthesis found a total of 35 sinks. The netlist area before placement is between 2000 and 2500 um^2.

The commonest cells after synthesis are 34 x dfrtp_1, 33 x buf_4, 32 x mux2_2, 19 x xnor2_1, 12 x nand2_1. In the synthesized netlist, the number of instances is 206. The number of setup violations in the final report is 0.

Including well taps, the total number of placed cells is 343. The floorplan die area is 5970 um^2. The core region area came out at 5470 um^2. The later pin in the worst-skew pair is clocked with a latency of between 0.2 and 0.3 ns. The final estimated routing congestion in global placement came out at 0.752. Of the total synthesized cell area, the portion taken by XOR and XNOR cells is 0.116. The post-route clock skew came out at 0.00608 ns.

The top-area cell type share of the netlist area is 0.375. The number of flops mapped to enable cells by yosys is 0. The yosys-reported design area after synthesis came out at 2270 um^2. Per the OpenROAD floorplan log, the height of the die is 77.3 um. Post-synth the commonest register cell is dfrtp_1. The async set or reset register ratio after synthesis came out at 1.00. The clock passes through at most 2 buffers. The slew at the pin closest to its max-slew limit came out at 0.504 ns. The largest net degree at the start of global routing came out at 36. The run finished with clean final reports. In this run, the synthesized area fraction spent on adder and majority cells is recorded as 0.00552. The detailed-route DRC error count came out at 0.

In the CTS report, the clock slew at the register clock pins of the worst setup and hold paths is listed as 0.07 ns. TritonCTS built the clock tree. The clock period minus worst slack came out at ~3.8 ns. The post-cts hold-fix buffer tally came out at 0.

The post-route antenna net violation count is 0. Per the final report, max-transition violations number 0. The number of cell rows came out at 27. Setup repair after global routing left no endpoint under its margin. The number of warnings reported in the stage logs is 25.

The number of setup buffers added after CTS is 0. The number of antenna violations at the first check in global routing came out at 0. The clock root buffer is clkbuf_8. The post-synthesis area per instance came out at 11.0 um^2. The max-capacitance violation count is 0.

The highest clock frequency the design can meet came out at 262 MHz. The fraction of final layout cells with drive strength greater than 1 came out at 0.215. After detailed routing, the total wire length is 4300 um. The leakage component of the power was reported as around 1.4 nW. Of the total synthesized cell area, the portion taken by AND, OR, NAND and NOR gates is 0.198.

The setup slack of the critical path after layout is roughly 2.8 ns. The setup path with the least slack is of type reg -> out. In the post-synthesis netlist, the cell with the most instances is dfrtp_1. In the log, the iteration count for the first detailed-route pass is 4. The width of the die came out at 77.3 um. The number of failing hold endpoints at the final stage is 0. STA classifies the critical path endpoint as an output pin. The number of antenna diodes in the final layout is 0.
## power breakdown
group          switching [W]  internal (W)
clock              0.0000741     0.0000740
sequential                 0      0.000214
combinational     0.00000783     0.0000196
total              0.0000819      0.000308
## final timing paths
| kind | startpoint | end | slack (ns) | cells after the start |
|---|---|---|---|---|
| max | rdata_q[0] | pwdata_o[30] | 2.79 | 6 |
| min | state_q[2] | state_q[1] | 0.46 | 1 |
| max reg2reg | state_q[1] | rdata_q[0] | 5.23 | 3 |
| min reg2reg | state_q[2] | state_q[1] | 0.46 | 1 |
| max in group asynchronous | reset | state_q[0] | 4.83 | 3 |
| min in group asynchronous | reset | rdata_q[0] | 1.43 | 3 |
## layout make-up
class | count | area [um^2]
clock buffers | 7 | 76.3
clock inverters | 1 | 5.00
fillers | 499 | 2460
inverters | 6 | 22.5
multi-input cells | 157 | 1210
flip-flops and latches | 35 | 877
well taps | 72 | 90.1
repair buffers | 73 | 726
## flip-flops by register name, indices dropped and copies added, names as in the netlist
register and flops:
rdata_q 32, state_q 3
## metal layers
layer | share of wire | wire [um] | global-route usage
met5 | 0 | 0 | 0
met4 | 0.014 | 59 | 0.0170
met3 | 0.073 | 315 | 0.0351
met2 | 0.43 | 1870 | 0.226
met1 | 0.48 | 2060 | 0.249
## logic make-up (layout without fill, tap and decap cells)
group / count (synthesis) / count (layout)
and+or+nand+nor: 61 / 61
buffers and inverters: 44 / 87
DFF: 35 / 35
muxes: 32 / 32
xor gates and xnor gates: 30 / 30
other: 2 / 32
adders and majority gates: 1 / 1
AOI/OAI and AO/OA: 1 / 1
## per-stage QoR
step / cell area (um^2) / hold slack, ns
after CTS: 3010 / 0.461
after floorplan: 2380 / 0.420
after detailed placement: 2930 / 0.446
after global placement: 2930 / 0.442
final: 3010 / 0.457
after global routing: 3010 / 0.484
## critical path, cell delays in order (launching register included)
cell and delay (ns):
dfrtp_1 0.40, ha_1 0.22, nand3_1 0.19, nor4_4 0.42
nor4b_2 0.31, xor2_1 0.18, clkdlybuf4s50_1 0.48
## layout by cell type, fill, tap and decap left out, types with 2 or more instances in the layout
| cell type | synthesis | layout |
|---|---|---|
| clkbuf_1 | 0 | 2 |
| buf_4 | 33 | 2 |
| nor2_1 | 5 | 5 |
| and4_1 | 5 | 5 |
| nor4b_2 | 3 | 3 |
| and3_2 | 2 | 2 |
| nor4_2 | 4 | 4 |
| clkbuf_8 | 0 | 5 |
| clkdlybuf4s50_1 | 0 | 71 |
| nor2b_1 | 2 | 2 |
| nand2_1 | 12 | 12 |
| inv_1 | 5 | 5 |
| xnor2_1 | 19 | 19 |
| dfrtp_1 | 34 | 34 |
| mux2_2 | 32 | 32 |
| nand3_1 | 9 | 9 |
| xor2_1 | 11 | 11 |
| nand4_1 | 7 | 7 |
| conb_1 | 2 | 32 |
Power and IR drop assume default switching activity.
