<file path="design/flow/design.v">
module day4 (
    input     logic [7:0]   a_i,
    input     logic [7:0]   b_i,
    input     logic [2:0]   op_i,
    output    logic [7:0]   alu_o
    );
    localparam  OP_ADD = 3'b000;
    localparam  OP_SUB = 3'b001;
    localparam  OP_SLL = 3'b010;
    localparam  OP_LSR = 3'b011;
    localparam  OP_AND = 3'b100;
    localparam  OP_OR  = 3'b101;
    localparam  OP_XOR = 3'b110;
    localparam  OP_EQL = 3'b111;
    logic carry;
    always_comb begin
        case (op_i)
        OP_ADD: {carry, alu_o}= {1'b0, a_i} + {1'b0, b_i};
        OP_SUB: alu_o = a_i - b_i;
        OP_SLL: alu_o = a_i[7:0] << b_i[2:0];
        OP_LSR: alu_o = a_i[7:0] >> b_i[2:0];
        OP_AND: alu_o = a_i[7:0] & b_i[7:0];
        OP_OR:  alu_o = a_i | b_i;
        OP_XOR: alu_o = a_i ^ b_i;
        OP_EQL: alu_o = {7'h0, a_i == b_i};
        endcase
    end
endmodule
</file>
<file path="design/flow/run.sh">
#!/bin/bash
# OpenROAD 26Q1-2900-gdf79404cd8, Yosys 0.63+post, stock flow scripts
make -C /OpenROAD-flow-scripts/flow DESIGN_CONFIG=/design/flow/config.mk WORK_HOME=/design/flow/orfs finish
</file>
<file path="design/flow/config.mk">
export PLATFORM = sky130hd
export DESIGN_NAME = day4
export DESIGN_NICKNAME = day4
export VERILOG_FILES = /design/flow/design.v
export SDC_FILE = /design/flow/constraint.sdc
export NUM_CORES = 4
export LEC_CHECK = 1
export CORE_AREA = 10 10 99 99
export DIE_AREA = 0 0 109 109
export SYNTH_HDL_FRONTEND = slang
</file>
<file path="design/flow/constraint.sdc">
current_design day4

set clk_period 5.5
set clk_io_pct 0.2

create_clock -name clk0 -period $clk_period

set non_clock_inputs [all_inputs -no_clocks]
set_input_delay [expr $clk_period * $clk_io_pct] -clock clk0 $non_clock_inputs
set_output_delay [expr $clk_period * $clk_io_pct] -clock clk0 [all_outputs]
</file>
==> job_summary.md <==
### Yosys + OpenROAD results

| Metric | Value |
|---|---|
| Hold path cells | `5` |
| YS chip area | `1680 µm²` |
| Diode count | `0` |
| CP Class | `in2out` |
| Chip area | `11,900 µm²` |
| Hold Startpoint | `b_i[2]` |
| Count of tool warnings | `48` |
| First-pass detailed-route iteration total | `5` |
| Peak VDD IR | `0.0000355 V` |
| Cells after synthesis | `236` |
| Reg area | `0 µm²` |
| I/O Buffers | `27` |
| Top Ports | `27` |
| Placed insts | `359` |
| # Cells Yosys | `236` |
| Pin count of the biggest net entering global routing | `30` |
| Gr usage total | `9.66%` |
| Post-synthesis cell area | `1680 µm²` |
| # clk buffers | `0` |
| Total gr overflow | `0` |
| Post-layout util | `26.7%` |
| Leak | `0.868 nW` |
| Crit path cell chain | `clkdlybuf4s50_1 -> inv_1 -> ha_1 -> a211o_1 -> a2111oi_2 -> a21oi_1 -> xnor2_1 -> a22oi_1 -> clkdlybuf4s50_1` |
| Final HPWL DP | `4600 µm` |
| Drt initial violations | `276` |
| Flip-flop and latch count | `0` |
| Commonest Layout Cell | `clkdlybuf4s50_1` |
| Final setup vio count | `0` |
| Routed Antenna Nets | `0` |
| Die X | `109 µm` |
| CP max-delay cell | `clkdlybuf4s50_1` |
| Most frequent cells in the layout | `27 x clkdlybuf4s50_1, 25 x nand2_1, 24 x ha_1, 23 x inv_1, 20 x a21oi_1` |
| CP Buf/Inv Count | `3` |
| Final max-slew violation count | `0` |
| Clock period minus worst slack | `5.03 ns` |
| Family with the most delay on the worst path | `buffers and inverters` |
| Initial antenna violation count | `0` |
| Arr. time, crit path | `3.93 ns` |
| Worst-margin pin slew | `0.700 ns` |
| DRT Wirelength | `5570 µm` |
| Setup TNS | `0 ns` |
| Pwr dens | `89.3 nW/µm²` |
| Sequential cell area fraction in the yosys report | `0%` |
| Fillers | `845` |
| Cell Type Count | `49` |
| Final Hold Viols | `0` |
| Vias in the first global route | `1,796` |
| Post-CTS resize count | `0` |
| GP Congestion | `1.01` |
| Critical Path Most Common Cell | `clkdlybuf4s50_1` |
| Vias per inst | `5.01` |
| Worst setup margin | `0.467 ns` |
| Critical path peak fanout | `9` |
| Setup bufs post-CTS | `0` |
| Syn_area_per_cell | `7.12 µm²` |
| Via count | `1,799` |
| Post-route insts no fill | `359` |
| Hold EP | `alu_o[0]` |
| Overall Power | `0.184 mW` |
| CP peak stage delay | `0.67 ns` |
| Logic area | `1500 µm²` |
| HP Class | `in2out` |
| Pre-CTS setup slack | `0.519 ns` |
| Row cnt | `32` |
| Max_cap viols | `0` |
| Synth-to-Final Area Change | `22.9%` |
| Die Height | `109 µm` |
| Relative slew slack | `53.2%` |
| WL/cell | `15.5 µm` |
| Hold buffer count at CTS | `0` |
| RSZ-0062 raised after global routing | `no` |
| First-pass GRT wire length | `9380 µm` |
| Core Box Area | `7730 µm²` |
| Layout cell share with drive strength beyond 1 | `8.17%` |
| Cycle use final | `91.5%` |
| Critical Path Source Type | `input pin` |
| Drt drc | `0` |
| Max Fclk | `0.199 GHz` |
| Critical Path RT | `4.40 ns` |
| Outcome | `finished clean` |
| Ys Warns | `0` |
| Init Core Util | `21.7%` |
| Crit. End Element | `output pin` |
-- synth_stat cells (3+ instances only) --
| master | instances | area, µm² |
|---|---|---|
| inv_1 | 23 | 86.3 |
| nor2_1 | 15 | 56.3 |
| mux4_2 | 4 | 90.1 |
| nor2b_1 | 3 | 18.8 |
| clkbuf_1 | 5 | 18.8 |
| a221oi_1 | 3 | 26.3 |
| buf_2 | 8 | 40.0 |
| nand2b_1 | 6 | 37.5 |
| xnor2_1 | 6 | 52.6 |
| a211o_1 | 3 | 26.3 |
| nor4_1 | 3 | 18.8 |
| nand2_1 | 25 | 93.8 |
| mux2i_1 | 6 | 60.1 |
| o21a_1 | 3 | 22.5 |
| ha_1 | 24 | 300 |
| o211ai_1 | 3 | 22.5 |
| o21ai_0 | 19 | 95.1 |
| a21oi_1 | 20 | 100 |
| nand3_1 | 5 | 25.0 |
| a32oi_1 | 4 | 35.0 |
| and3_1 | 4 | 25.0 |
| nor3_1 | 3 | 15.0 |
| a22oi_1 | 3 | 22.5 |
-- how the worst max path moves through the flow --
stage / from / endpoint / depth (start not counted)
4_1_cts: a_i[2] / alu_o[7] / 9
6_report: a_i[2] / alu_o[7] / 9
5_1_grt: a_i[2] / alu_o[7] / 9
-- layout make-up --
class / instances / share of cell area [%]
inverter: 23 / 4.18
tap: 102 / 6.18
multi-input combinational: 196 / 72.5
timing repair buffer: 38 / 17.1
-- per-stage QoR --
stage	cell area (µm²)	hold slack, ns
after floorplan	1680	2.36
after CTS	2060	3.41
after detailed placement	2060	3.41
after global routing	2060	3.49
after global placement	2060	3.42
final	2060	3.40
-- tightest hold or removal path: stages --
cell	delay [ns]
clkdlybuf4s50_1	0.47
inv_1	0.09
a21oi_1	0.13
o21ai_0	0.09
clkdlybuf4s50_1	0.41
-- metal layers --
metal	GRT usage (%)	routed length, µm	part of all wire, %
met1	13.4	2460	44
met2	15.7	2550	46
met3	0.777	399	7.2
met4	2.73	159	2.9
met5	0	0	0
-- cells by family after synthesis --
family                   synth area share, %
XOR/XNOR                                4.17
AND/OR/NAND/NOR                         21.5
AND-OR/OR-AND                           30.5
multiplexers                            12.7
buffers and inverters                   10.9
adder cells (fa/ha/maj)                 20.3
-- power breakdown --
group	total (mW)	internal [mW]	switching, mW	leakage [nW]
Combinational	0.184	0.0896	0.0949	0.868
Clock	0	0	0	0
Sequential	0	0	0	0
Power and IR drop assume default switching activity.
