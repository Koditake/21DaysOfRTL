<file path="design/flow/config.mk">
export PLATFORM = sky130hd
export DESIGN_NAME = day19
export DESIGN_NICKNAME = day19
export VERILOG_FILES = /design/flow/design.v
export SDC_FILE = /design/flow/constraint.sdc
export NUM_CORES = 4
export LEC_CHECK = 1
export CORE_AREA = 10 10 81 81
export DIE_AREA = 0 0 91 91
</file>
<file path="design/flow/design.v">
module day19 #(
    parameter DEPTH   = 4,
    parameter DATA_W  = 1
)(
    input         wire              clk,
    input         wire              reset,
    input         wire              push_i,
    input         wire[DATA_W-1:0]  push_data_i,
    input         wire              pop_i,
    output        wire[DATA_W-1:0]  pop_data_o,
    output        wire              full_o,
    output        wire              empty_o
);
    typedef enum logic[1:0]     {ST_PUSH = 2'b01,
                                ST_POP  = 2'b10,
                                ST_BOTH = 2'b11} fifo_state_t;
    parameter PTR_W = $clog2(DEPTH);
    logic [PTR_W:0] nxt_rd_ptr;
    logic [PTR_W:0] rd_ptr_q;
    logic [PTR_W:0] nxt_wr_ptr;
    logic [PTR_W:0] wr_ptr_q;
    logic [DATA_W-1:0] fifo_pop_data;
    assign pop_data_o = fifo_pop_data;
    logic [DEPTH-1:0] [DATA_W-1:0] fifo_mem;
    always_ff @(posedge clk or posedge reset)
        if (reset) begin
        rd_ptr_q <= {PTR_W+1{1'b0}};
        wr_ptr_q <= {PTR_W+1{1'b0}};
        end else begin
        rd_ptr_q <= nxt_rd_ptr;
        wr_ptr_q <= nxt_wr_ptr;
        end
    always_comb begin
        nxt_rd_ptr = rd_ptr_q;
        nxt_wr_ptr = wr_ptr_q;
        fifo_pop_data = fifo_mem[rd_ptr_q[PTR_W-1:0]];
        case ({pop_i, push_i})
        ST_PUSH: begin
            nxt_wr_ptr = wr_ptr_q + {{PTR_W{1'b0}}, 1'b1};
        end
        ST_POP: begin
            nxt_rd_ptr = rd_ptr_q + {{PTR_W{1'b0}}, 1'b1};
            fifo_pop_data = fifo_mem[rd_ptr_q[PTR_W-1:0]];
        end
        ST_BOTH: begin
            nxt_wr_ptr = wr_ptr_q + {{PTR_W{1'b0}}, 1'b1};
            nxt_rd_ptr = rd_ptr_q + {{PTR_W{1'b0}}, 1'b1};
        end
        endcase
    end
    always_ff @(posedge clk)
        if (push_i)
        fifo_mem[wr_ptr_q[PTR_W-1:0]] <= push_data_i;
    assign full_o = (rd_ptr_q[PTR_W] != wr_ptr_q[PTR_W]) &
                    (rd_ptr_q[PTR_W-1:0] == wr_ptr_q[PTR_W-1:0]);
    assign empty_o = (rd_ptr_q[PTR_W:0] == wr_ptr_q[PTR_W:0]);
endmodule
</file>
<file path="design/flow/constraint.sdc">
current_design day19

set clk_period 1.8
set clk_io_pct 0.2

create_clock -name clk0 -period $clk_period [get_ports {clk}]

set non_clock_inputs [all_inputs -no_clocks]
set_input_delay [expr $clk_period * $clk_io_pct] -clock clk0 $non_clock_inputs
set_output_delay [expr $clk_period * $clk_io_pct] -clock clk0 [all_outputs]
</file>
<file path="design/flow/run.sh">
#!/bin/bash
# OpenROAD 26Q1-2900-gdf79404cd8, Yosys 0.63+post, stock flow scripts
make -C /OpenROAD-flow-scripts/flow DESIGN_CONFIG=/design/flow/config.mk WORK_HOME=/design/flow/orfs finish
</file>
==> results.txt <==
Results of the flow run.

Per the post-CTS timing run, clock transition at the registers of the reported paths is approximately 50 ps. The largest stage delay on the critical path stands at 480 ps. The placement report lists the number of port buffers as 7. The met3 usage stands at 1.245%. The script extracted a net switching power of 0.0004517 W.

The headroom to the max-slew limit stands at 75.98%. Post-synth the commonest register cell is sky130_fd_sc_hd__dfrtp_1. Counting every sink on the clock net gives 10.

The die is 91 microns wide. In the power breakdown, the internal column shows 0.0009662 W. The sequential fraction of design power stands at a little under a third. After layout, the setup clock skew is reported as 0.7722 ps. The run finished with clean final reports.

The ratio of final minimum period to clock period stands at 94.79%. The floorplan utilization stands at 11.43%. Entering global routing, the biggest net connects 9 pins. The mux cell area share after synthesis stands at 6.136%. The top fanout value on the critical path stands at 2. STA classifies the critical path endpoint as a primary output. The via count of the first global-routing pass was 394. The transition time of the tightest slew-check pin stands at between 300 and 400 ps.

The fraction of final layout cells with drive strength greater than 1 stands at between 20% and 30%. Looking at the global route congestion table, the highest-usage layer is met2. After floorplanning, the die was sized to cover 8281 sq um.

Setup repair after global routing left no endpoint under its margin. The hold violation count in the final report stands at 0. Using the TritonRoute via totals, the vias-per-cell ratio works out to between 2 and 3. Per the synthesis report, the number of distinct cell types is 18. TritonCTS built the clock tree.

The flip-flop and latch count after synthesis stands at 10. Max-cap violations in this run came to 0. The cell-mix breakdown from Yosys lists the adder-cell area share as 13.64%. The synthesis report gives the async set-or-reset register share as 60.00%. The detailed router reported a total wirelength of 1.075 mm. The average wire per cell in the routed design stands at 8.206 microns. The maximum vdd drop stands at 0.3291 mV. The final-report max-slew violation count stands at 0.

Of the combinational cells, the family taking the most area is adder cells. The combinational share of power stands at 50.7%. The switching part of the total stands at 31.86%. The standby leakage power stands at 0.3520 nW. The fraction of the mapped netlist area in simple logic gates stands at 7.500%. Summed over its instances, the top area cell type makes up 27.27% of the synthesized netlist area.

Pin placement for this block handled 8 I/O pins. The standard cell area after detailed placement stands at 711.9 sq um. Based on the critical path, the design can be clocked at up to 586.1 MHz. The global-route usage over all layers stands at between 2 and 3%. After Yosys synthesis, AND-OR and OR-AND compound gates account for 7.727% of the synthesized area.

Setup total negative slack on the finished layout was measured at 0 ps. The area added between synthesis and finish stands at 50.00%. The synthesized design spends more area on one cell type than any other, namely sky130_fd_sc_hd__dfrtp_1. The proportion of synthesized chip area in sequential cells stands at between 40% and 50%. Yosys attributes the largest share of cell area to sky130_fd_sc_hd__dfrtp_1, sky130_fd_sc_hd__edfxtp_1, sky130_fd_sc_hd__ha_1. After layout, the minimum clock period comes to 1706 ps. Before antenna repair, the detailed router went through 4 iterations.

The total power of the final layout stands at 0.001418 W. The end-of-flow timing check tallies setup violations at 0. The number of cells on the worst reg-to-reg path is 5. Counting along the longest clock path gives a buffer depth of 2. For reference, the post-synthesis area per instance comes to 12.23 sq um.

Summed over all layers, the global routing overflow is 0. The initial antenna violation count stands at 0. The critical path in this run is classified as reg2out. Summing every instance area after synthesis gives 550.5 sq um. The first routing iteration left 23 violations.

The worst path arrival time stands at 1350 ps. The tree is rooted in a sky130_fd_sc_hd__clkbuf_8. Per the TritonCTS log, the buffer count is 3. Per the Yosys statistics, synthesis produced 45 cells. The number of diodes added for antenna fixing stands at 0. The slack of the worst reg-to-reg path stands at between 300 and 400 ps. The count of standard-cell rows stands at 25. The synthesized netlist has a Yosys-reported chip area of ~550 sq um. The met1 demand-to-capacity share in global routing stands at ~3.0%.

The number of levels the H-tree was split into stands at 1. The number of buffers inserted by hold repair at cts stands at 0. Per the timing report, the most critical flop-to-flop path originates at wr_ptr_q[0].

Per the detail_route report, DRC violations left total 0. The number of antenna-violating nets in the routed design stands at 0. The core box area stands at slightly below 5000 sq um. As reported, the later end of the worst-skew pair has a clock insertion delay of 230 ps. STA reports the tightest min-delay check as being of type in2async.

The global-route wire length before repair stands at 1.731 mm. Sorting the synthesized cells by how often they occur yields sky130_fd_sc_hd__dfrtp_1, sky130_fd_sc_hd__ha_1, sky130_fd_sc_hd__inv_1. Across all stage logs, warnings added up to 29.

The post-DP HPWL stands at 832 microns. The synthesized netlist devotes between 10 and 15% of its cell area to XOR and XNOR gates. The routed via count stands at 383. The fill cell instance count of the final layout stands at approximately 540.

Global routing consumed, on the met2 layer, 3.998% of the routing resources. The largest individual stage delay along the critical path comes from the cell sky130_fd_sc_hd__mux4_2. The number of warning messages in the yosys log stands at 1. Per STA, the worst path is made up of buf_6 > mux4_2 > clkdlybuf4s15_1. The worst setup path is launched from a register. The die boundary height stands at 91 microns.

The placement summary gives the final routability congestion estimate as 0.8126. The worst-case setup margin in the final layout stands at 93.76 ps. In this run, synthesis inferred 4 flip-flops with an integrated enable. In this run the critical register-to-register path is captured at fifo_mem[1]. The data required time of the worst path stands at 1440 ps. The cell area power density stands at between 1500 and 2000 nW/um^2. The clock network fraction of total power stands at 19.2%. After technology mapping, the gate count stands at 45. Once layout is done, the placed cells without fillers occupy 825.8 sq um.

The pre-CTS setup check shows a worst slack of 80.11 ps.
per-stage QoR:
stage | util [%] | hold WS (ps) | std cells
final | 17.14 | 343.5 | 131
after global routing | 17.14 | 370.9 | 131
after CTS | 16.99 | 354.0 | 130
after detailed placement | 14.78 | 487.3 | 120
after global placement | 14.78 | 487.1 | 120
after floorplan | - | 151.0 | 45
worst max-delay path: cells and delay by family (launching register included):
family,cells,cell delay [ps]
buffers and inverters,2,290
DFF,1,350
muxes,1,480
worst max path at each step:
stage               start             to  slack [ps]
finish        rd_ptr_q[1]  pop_data_o[0]          90
global route  rd_ptr_q[1]  pop_data_o[0]          40
CTS           rd_ptr_q[1]  pop_data_o[0]          20
power by group through the flow:
stage                 combinational, W  clock (W)  sequential, W
after CTS                     0.000704   0.000277       0.000433
after global routing          0.000809   0.000286       0.000441
final                         0.000719   0.000272       0.000427
layer usage:
| metal | vias up | wire, microns |
|---|---|---|
| li1 | 192 | - |
| met1 | 184 | 482 |
| met2 | 7 | 520 |
| met3 | 0 | 72 |
| met4 | 0 | 0 |
| met5 | - | 0 |
final cells by class:
class | instances | area (sq um) | area share, %
repair buffers | 15 | 131.4 | 15.91
inverters | 7 | 26.28 | 3.182
clock buffers | 4 | 55.05 | 6.667
well taps | 67 | 83.83 | 10.15
multi-input cells | 28 | 259.0 | 31.36
flip-flops and latches | 10 | 270.3 | 32.73
flip-flops by register name, summed over array words and instances, names as in the netlist:
signal,flops
rd_ptr_q,3
wr_ptr_q,3
fifo_mem,4
logic make-up after synthesis:
family / Yosys count
DFF: 10
muxes: 2
and+or+nand+nor: 8
buffers and inverters: 7
xor gates and xnor gates: 7
AOI/OAI and AO/OA: 5
adders and majority gates: 6
repair_timing:
item | CTS | global route
pin swaps | 3 | 0
buffers inserted | 6 | 1
gates resized | 6 | 0
endpoints found under the setup margin | 3 | 1
layout by cell type (no fill, tap or decap):
| cell type | n |
|---|---|
| sky130_fd_sc_hd__clkbuf_8 | 4 |
| sky130_fd_sc_hd__inv_2 | 1 |
| sky130_fd_sc_hd__clkdlybuf4s15_1 | 1 |
| sky130_fd_sc_hd__dlygate4sd2_1 | 2 |
| sky130_fd_sc_hd__inv_1 | 6 |
| sky130_fd_sc_hd__nand3b_1 | 1 |
| sky130_fd_sc_hd__edfxtp_1 | 4 |
| sky130_fd_sc_hd__nand2_1 | 4 |
| sky130_fd_sc_hd__mux4_2 | 1 |
| sky130_fd_sc_hd__buf_6 | 1 |
| sky130_fd_sc_hd__xor2_1 | 4 |
| sky130_fd_sc_hd__ha_1 | 6 |
| sky130_fd_sc_hd__nor3_1 | 1 |
| sky130_fd_sc_hd__buf_4 | 7 |
| sky130_fd_sc_hd__o21ai_0 | 1 |
| sky130_fd_sc_hd__o32ai_1 | 1 |
| sky130_fd_sc_hd__dfrtp_1 | 6 |
| sky130_fd_sc_hd__xnor2_1 | 3 |
| sky130_fd_sc_hd__mux2_1 | 1 |
| sky130_fd_sc_hd__clkdlybuf4s50_1 | 4 |
| sky130_fd_sc_hd__o32ai_2 | 1 |
| sky130_fd_sc_hd__nand2b_1 | 1 |
| sky130_fd_sc_hd__nor3b_2 | 1 |
| sky130_fd_sc_hd__o22ai_1 | 2 |
Power and IR drop assume default switching activity.
